<file path="flow/run.sh">
#!/bin/bash
# OpenROAD 26Q1-2900-gdf79404cd8, Yosys 0.63+post, stock flow scripts
make -C /OpenROAD-flow-scripts/flow DESIGN_CONFIG=/design/flow/config.mk WORK_HOME=/design/flow/orfs finish
</file>
<file path="flow/config.mk">
export PLATFORM = sky130hd
export DESIGN_NAME = barrel_shifter
export DESIGN_NICKNAME = barrel_shifter
export VERILOG_FILES = /design/flow/design.v
export SDC_FILE = /design/flow/constraint.sdc
export NUM_CORES = 4
export LEC_CHECK = 1
export CORE_UTILIZATION = 40
</file>
<file path="flow/constraint.sdc">
current_design barrel_shifter

set clk_period 7.4
set clk_io_pct 0.2

create_clock -name clk0 -period $clk_period [get_ports {clk}]

set non_clock_inputs [all_inputs -no_clocks]
set_input_delay [expr $clk_period * $clk_io_pct] -clock clk0 $non_clock_inputs
set_output_delay [expr $clk_period * $clk_io_pct] -clock clk0 [all_outputs]
</file>
<file path="flow/design.v">
module mux (clk, reset, in0, in1, s, out);
input [7:0] in0, in1;
input clk, s, reset;
output [7:0]out;
reg [7:0]out1;
always @ (posedge clk)
begin
 if (reset)
  out1 <= 0;
 else
	begin
		if(s)
		out1<= in1;
		else
		out1 <= in0;
	end
end
assign out = out1;
endmodule
module barrel_shifter # (parameter N= 16)  (clk, reset, in, s, out);
input clk, reset;
input [$clog2(N)-1:0]s;
input [N*8-1:0]in;
output [N*8-1:0]out;
wire [8*N-1:0]stage[$clog2(N):0]; 
reg [$clog2(N)-1:0]s_stage[$clog2(N):0];
assign stage[0]= in;
genvar i;
integer k;
	generate 
   		for (i = 0; i < $clog2(N); i = i + 1) 
		begin
			mux_array # (N, i) m1 (clk, reset, stage[i], s_stage[i][i], stage[i+1]);
   		end 
	endgenerate	
assign out = stage[$clog2(N)];
		always @ (posedge clk)
			begin
			s_stage[0] = s;
			for (k = 0; k < $clog2(N); k = k + 1) 
			s_stage[k+1]<= s_stage[k];
			end
endmodule
module mux_array # (parameter N= 8, parameter level = 0)  (clk, reset, in, s, out);
input [N*8-1:0]in;
input clk, s, reset;
output [N*8-1:0]out;
genvar i;
	generate 
		for (i = 0; i < 8*N; i = i + 8) 
		begin
       		mux m1 (clk, reset, in[i+7:i], in[(((2**level)+(i/8))%N)*8+7:(((2**level)+(i/8))%N)*8],s, out[i+7:i]);
   		end
	endgenerate	
endmodule
</file>
==> Slide: Implementation Results <==
Run Summary

Global route
  • Vias in the first global route: 11600
  • GR Overflow Total: 0
  • First-pass GRT wire length: 70.6 mm
  • Overall routing resource usage: 20.5%
  • Initial antenna violation count: 1
  • Pin count of the biggest net entering global routing: 183

Critical path
  • Crit end category: flip-flop
  • CP max-delay cell: buf_4
  • Startpoint types: input port
  • WP data arrival: 3.46 ns
  • Reg2Reg Setup Slack: 4.55 ns
  • Critical path class: input port to flip-flop
  • Maximum fanout along the worst path: 182
  • Worst setup path endpoint: genblk1[0].m1.genblk1[8].m1.out1[1]$_SDFF_PP0_
  • Critical Path Source: reset
  • RR Endpoint: genblk1[0].m1.genblk1[112].m1.out1[4]$_SDFF_PP0_
  • WP data required: 7.86 ns
  • Critical Path Max Stage Delay: 0.65 ns
  • CP cell instances: buf_8 -> buf_12 -> buf_4 -> nor2_1
  • Worst r2r path cells: 4
  • Reg-to-Reg Start: s_stage[1][0]$_DFF_P_

STA
  • Final setup violation count: 0
  • Unrepaired setup endpoints after global routing: no
  • Max Clk Rate: 333 MHz
  • Final Cycle Share: 40.6%
  • Worst slew margin: 43.0%
  • Slew @ Worst Pin: 0.855 ns
  • WHS: 0.326 ns
  • Setup Skew: 0.0226 ns
  • Setup tns final: 0 ns
  • Max Slew Vio Count: 0
  • Final hold violation count: 0
  • Min Tclk post-route: 3.00 ns

Place
  • DP Wirelength: 36.2 mm
  • RD Place Congestion: 0.952
  • I/O Buffers: 261

Drt
  • Router iterations before antenna repair: 4
  • DR DRC count: 0
  • Routed wire per std cell: 18.7 µm
  • Routed Antenna Nets: 0
  • Via count: 11700
  • Final WL: 47.0 mm
  • Vias per cell: 4.65
  • Violation count after the first detailed-route iteration: 753

Clocking
  • Clk latency late pin: 0.60 ns
  • CTS resizes: 0
  • CTS sink count: 519
  • Clk root buf: clkbuf_16
  • Post-CTS setup buffers: 0
  • H-tree levels: 2
  • CTS tree: done
  • Total CTS buffers: 51
  • CTS Buffer Depth: 3
  • Clk pin slew, worst setup/hold paths: 0.07 ns
  • Hold_buf cts: 0

Logic synthesis
  • Leading area contributor after synthesis: dfxtp_1
  • Flip-flops with a built-in enable: 0
  • # Cells Yosys: 1656
  • Average cell area after synthesis: 11.4 µm²
  • FFs w/ async S/R, synth: 0%
  • Synth flops: 519
  • Dominant cells by area after synthesis: dfxtp_1 55%, mux2i_1 27%, nor2_1 10%, buf_12 5.5%, buf_2 1.4%
  • Yosys top cell by instances: dfxtp_1
  • Synth warnings: 4
  • Distinct lib cells: 7
  • Seq/Total Area, Yosys: 55.3%
  • Synth top cells by count: 519 x dfxtp_1, 512 x mux2i_1, 512 x nor2_1
  • Top cell area share: 55.3%
  • Most used flip-flop cell: dfxtp_1
  • Chip Area, Yosys: 18800 µm²
  • Post-Syn Instances: 1656
  • Cell Area, Synth: 18800 µm²

Power and ir drop
  • Max IR drop VDD: 0.173 mV
  • PwrDens: 272 nW/µm²
  • Pleak: 0.00999 µW

Die
  • IO Count: 262
  • Init Core Util: 40.5%
  • Die height: 219 µm
  • CORE AREA: 46500 µm²
  • DIE AREA: 47900 µm²
  • Die width: 219 µm
  • Row cnt: 79

Job
  • OpenROAD warnings: 31
  • Max-Cap Viols: 0

Hold path
  • HP Class: flip-flop to flip-flop

Status
  • Outcome: finished clean

Layout
  • Area Growth Syn to Fin: 20.6%
  • Layout cells sized above 1: 5.24%
[per-stage QoR]
stage	utilization [%]	instances	setup WS, ns	power, µW	cell area [µm²]
2_1_floorplan	-	1656	5.27	3390	18800
3_3_place_gp	45.1	2423	3.83	3590	20900
3_5_place_dp	45.1	2423	3.75	3590	20900
4_1_cts	48.8	2517	4.39	6220	22700
5_1_grt	48.8	2517	4.16	6400	22700
6_report	48.8	2518	4.40	6160	22700
[where the power goes]
group	leakage (µW)	internal, µW	switching, µW
clock	0.000842	1560	1070
combinational	0.00490	244	247
sequential	0.00426	2930	105
total	0.00999	4740	1430
[per-layer routing]
| layer | vias up | wire [µm] | global-route usage (%) |
|---|---|---|---|
| met5 | - | 0 | 0 |
| met4 | 0 | 1200 | 4.47 |
| met3 | 70 | 2770 | 3.93 |
| met2 | 320 | 19300 | 28.4 |
| met1 | 5437 | 23700 | 33.8 |
| li1 | 5892 | - | - |
[sequential cells by signal, summed over array words and instances, names as in the netlist]
signal                      flops
s_stage                         7
genblk1.m1.genblk1.m1.out1    512
[worst max-delay path: cells and delay by family]
family                 cells  cell delay, ns
AND/OR/NAND/NOR            1            0.15
buffers and inverters      3            1.73
[cells in the final DEF, fill, tap and decap left out]
master	count
buf_4	11
mux2i_1	512
clkinv_4	2
clkinvlp_4	5
diode_2	1
dfxtp_4	4
clkbuf_8	11
inv_6	1
buf_8	1
clkbuf_16	51
clkdlybuf4s50_1	260
buf_12	1
bufinv_16	5
clkbuf_1	11
dfxtp_1	515
nor2_1	512
clkinv_8	2
clkinv_2	6
[area by class of cell]
type                            instances  area, µm²
Timing Repair Buffer                  273       2720
Sequential cell                       519      10400
Clock inverter                         21        277
Antenna cell                            1       2.50
Clock buffer                           73       1470
Fill cell                            4127      23800
Tap cell                              607        759
Multi-Input combinational cell       1024       7050
[worst min path at each step]
stage / startpoint / endpoint / cells after the start
CTS: s_stage[1][2]$_DFF_P_ / s_stage[2][2]$_DFF_P_ / 0
global route: s_stage[1][2]$_DFF_P_ / s_stage[2][2]$_DFF_P_ / 0
finish: s_stage[1][2]$_DFF_P_ / s_stage[2][2]$_DFF_P_ / 0
[cells by family after synthesis]
kind of cell           share of synthesized area, %
buffers and inverters                          7.27
flip-flops                                     55.3
multiplexers                                   27.3
AND/OR/NAND/NOR                                10.2
Power figures rest on the tool's default switching activity, not on a simulated workload.
