--- flow/run.sh ---
#!/bin/bash
# OpenROAD 26Q1-2900-gdf79404cd8, Yosys 0.63+post, stock flow scripts
make -C /OpenROAD-flow-scripts/flow DESIGN_CONFIG=/design/flow/config.mk WORK_HOME=/design/flow/orfs finish
--- flow/config.mk ---
export PLATFORM = sky130hd
export DESIGN_NAME = mult_accumulate
export DESIGN_NICKNAME = mult_accumulate
export VERILOG_FILES = /design/flow/design.v
export SDC_FILE = /design/flow/constraint.sdc
export NUM_CORES = 4
export LEC_CHECK = 1
export CORE_UTILIZATION = 50
--- flow/constraint.sdc ---
current_design mult_accumulate

set clk_period 7.1
set clk_io_pct 0.2

create_clock -name clk0 -period $clk_period [get_ports {clk}]

set non_clock_inputs [all_inputs -no_clocks]
set_input_delay [expr $clk_period * $clk_io_pct] -clock clk0 $non_clock_inputs
set_output_delay [expr $clk_period * $clk_io_pct] -clock clk0 [all_outputs]
--- flow/design.v ---
module adder #(parameter N = 16)(clk, InA, InB, Out);
	input [N-1:0] InA;
	input [N-1:0] InB;
	input clk;
	output reg[N:0] Out;
 always @(posedge clk)
	begin 
		Out <= InA + InB ;
	end
endmodule
module adder_tree #(parameter N=2)(clk, in, out);
input [16*N-1:0]in;
input clk;
output [15:0] out;
wire  [16*N-1:0]stage[$clog2(N):0];
genvar i;
assign stage[0] = in;
assign out = stage[$clog2(N)][15:0];
		generate 
   			for (i = 0; i < $clog2(N); i = i+1) 
			begin
				array_adder #(N/(2**(i))) array1(clk, stage[i][16*N/(i+1)-1:0], stage[i+1][8*N/(i+1)-1:0]);
   			end 	
		endgenerate	
endmodule
module array_adder #(parameter N=2)(clk, in, out);
input [16*N-1:0] in;
input clk;
output  [8*N-1:0] out;
genvar i;
	generate 
   		for (i = 0; i < 16*N; i = i + 32) 
		begin
			adder #(16) a1 (clk, in[i+15:i], in[i+31:i+16], out[((i+32)/2)-1:((i+32)/2)-16]);
   		end 
	endgenerate	
endmodule
module mult_accumulate #(parameter N=32) (clk, In, Out);
input  [16*N-1:0]In;
input clk;
output reg [15:0]Out;
 reg [16*N-1:0]in_mult;
wire [16*N-1:0]out_mult;
wire [16*N-1:0]outmul1;
 reg [16*N-1:0] adder_in;
wire [15:0]adder_out;
	mult_scal #(N) mul1 (clk, In, out_mult);
	adder_tree #(N) tree1(clk, adder_in, adder_out);
assign outmul1 =out_mult;
always @(posedge clk)
begin
in_mult <= In;
adder_in<= out_mult;
Out<= adder_out;
end
endmodule
module mult_scal #(parameter N = 1) (clk, In, Out);
input  [16*N-1:0]In;
input clk;
output [16*N-1:0]Out;
genvar i;
	generate 
   		for (i = 0; i < 8*2*N; i = i + 16) 
		begin
       		multiply m1 (clk, In[i+7:i], In[i+15:i+8],Out[i+15:i]);
   		end
	endgenerate	
endmodule
module multiply(clk, InA, InB, Out);
	input [7:0] InA;
	input [7:0] InB;
	input clk;
	output reg [15:0] Out;
 always @(posedge clk)
	begin 
		Out <= InA * InB ;
	end
endmodule
==> flow_metrics.tcl <==
# collected from the flow reports
set metrics [dict create \
    grt_pass1_vias 85670 \
    gp_congestion 0.9358 \
    netlist_instances 12520 \
    adder_share_pct 36.54 \
    pwr-share-seq_pct 26.0 \
    cts_resized 0 \
    topCombFamilyByArea "adder cells" \
    worst-path-max-fanout 8 \
    hold_path_end "adder_in[13]" \
    htreeDepth 4 \
    grt_pass1_wl_um 445500 \
    syn_area_per_cell_um2 9.601 \
    fillers 20120 \
    post_cts_buffers 0 \
    area_growth_pct 12.26 \
    drt-wirelength-per-cell_um 16.24 \
    ys_warn_count 35 \
    path_clk_slew_ns 0.06 \
    grt_max_degree 17 \
    antenna_found_initial 43 \
    coreArea_um2 238300 \
    io_pins 529 \
    fp_util_pct 50.43 \
    yosys_area_um2 120200 \
    drt-pass1-iter-count 25 \
    r2r-end "tree1.genblk1[0].array1.genblk1[256].a1.Out[14]" \
    ir_worst_vdd_mv 0.2803 \
    worst_setup_path_end_kind "flip-flop" \
    ys_cells 12520 \
    final_cells 16490 \
    insertion_delay_ns 0.79 \
    rsz0062_at_grt "no" \
    whs_path_depth 0 \
    p_total_mw 58.15 \
    dpl.hpwl_um 221900 \
    route.detailed.drc 0 \
    drive_gt1_share_pct 2.608 \
    vias 84530 \
    syn_area_um2 120200 \
    cap_viol_max_count 0 \
    hold_buffers 0 \
    setup_viol 0 \
    synth.distinct_cells 79 \
    hold_viol 0 \
    slew_violations 0 \
    worstReg2RegStart "adder_in[256]" \
    criticalPathCategory "in2reg" \
    ys_sh_xor_pct 4.861 \
    numSynthFlops 1536 \
    leakage_nw 65.56 \
    ys_seq_share_pct 25.59 \
    slew_headroom_pct 49.11 \
    grt_overflow 0 \
    final_antenna_net_count 0 \
    routed_wl_um 267900 \
    p_comb_share_pct 59.2 \
    fin_setup_tns_ns 0 \
    fmax_mhz 192.3 \
    cts_made_buffers 155 \
    drtIter0Drc 3547 \
    r2r_slack_ns 4.41 \
    io_buffers 528 \
    cts_root_buf "clkbuf_16" \
    mux_area_share_pct 0.2780 \
    switchingPower_mw 25.01 \
    period_used_pct 73.25 \
    tightest_slew_ns 0.7605 \
    synthFlopType "dfxtp_1" \
    clock_sinks 1536 \
    cp.arrival_ns 5.87 \
    p_per_area_nw_per_um2 431.0 \
    synth.cellmix.compoundShare_pct 10.00 \
    hp-class "reg2reg" \
    simple_gate_share_pct 16.88 \
    hold_slack_ns 0.3119 \
    finClkSkew_ns 0.02577 \
    required_ns 7.77 \
    synth-edff-count 0 \
    rows 179 \
    dp.cells 16190 \
    clkPwrFrac_pct 14.8 \
    viasPerCell 5.126 \
    die-area_um2 242300 \
    warning_count 26 \
    die_h_um 492.3 \
    die_w_um 492.3 \
    fin_crit_ns 5.201 \
    async_flop_share_pct 0 \
    switching_share_pct 43.01 \
    reg2reg_depth 9 \
    cp-start-kind "input port" \
    cts_tree "built" \
    p_int_mw 33.14 \
    worstHoldStart "mul1.genblk1[0].m1.Out[13]" \
    outcome "completed" \
    grt_usage_pct 23.94 \
    clockBufferDepth 3 \
]
-- how the worst max path moves through the flow --
stage,from,end,slack [ns],depth (start not counted)
global route,In[346],mul1.genblk1[336].m1.Out[14],1.65,15
CTS,In[347],mul1.genblk1[336].m1.Out[14],1.91,15
finish,In[347],mul1.genblk1[336].m1.Out[14],1.90,15
-- state kept, by name, indices dropped and copies added, names as in the netlist --
| register | flops |
|---|---|
| Out | 16 |
| adder_in | 512 |
| mul1.genblk1.m1.Out | 512 |
| tree1.genblk1.array1.genblk1.a1.Out | 496 |
-- logic make-up after synthesis --
kind of cell | count (synthesis)
AND-OR/OR-AND | 1802
AND/OR/NAND/NOR | 3805
flip-flops | 1536
adder cells (fa/ha/maj) | 2800
XOR/XNOR | 667
buffers and inverters | 1875
multiplexers | 33
-- area by class of cell --
| type | instances | area (um^2) | area share (%) |
|---|---|---|---|
| Multi-Input combinational cell | 9107 | 82400 | 61.07 |
| Sequential cell | 1536 | 30750 | 22.79 |
| Inverter | 1842 | 6914 | 5.125 |
| Timing Repair Buffer | 533 | 5323 | 3.945 |
| Clock buffer | 203 | 4456 | 3.302 |
| Tap cell | 3167 | 3963 | 2.937 |
| Clock inverter | 86 | 1077 | 0.7985 |
| Antenna cell | 17 | 42.54 | 0.03153 |
-- cells in the final DEF (no fill, tap or decap), types with 58 or more instances in the layout --
cell	instances
nand3_1	79
a211oi_1	79
a31oi_1	73
clkdlybuf4s50_1	528
or3_1	72
ha_1	1617
nand2_1	841
a21o_1	265
clkbuf_16	160
nor2b_1	103
and3_1	58
and2_1	1655
xor2_1	179
inv_1	1842
dfxtp_1	1536
nor3_1	219
o21ai_1	72
o21ai_0	217
fa_1	1183
o211ai_1	89
a21oi_1	478
xnor2_1	488
nand2b_1	127
o21a_1	107
nor2_1	480
-- stage by stage --
step                      area (um^2)  setup slack [ns]  utilization [%]
after CTS                      134900             1.907            56.60
after floorplan                120200             2.048                -
after global routing           134900             1.653            56.61
after global placement         129300             1.077            54.28
after detailed placement       129300             1.063            54.28
final                          134900             1.899            56.62
-- cell usage after synthesis (24+ instances only) --
cell type     n  area [um^2]
o21a_1      107        803.3
xnor2_1     488         4274
a311oi_1     36        315.3
nor2_1      480         1802
a21boi_0     43        322.8
a221oi_1     52        455.4
dfxtp_1    1536        30750
o211ai_1     89        668.1
nor3_1      219         1096
nand3_1      79        395.4
o21bai_1     46        345.3
a21oi_1     478         2392
o31ai_1      45        337.8
a31o_2       24        210.2
a21o_1      265         1989
nand4_1      48        300.3
o21ai_1      72        360.4
clkbuf_1     33        123.9
ha_1       1617        20230
o21ai_0     217         1086
xor2_1      179         1568
nand3b_1     27        202.7
or4_1        25        187.7
and3_1       58        362.9
a211oi_1     79        593.1
mux2i_1      30        300.3
nand2_1     841         3157
and2_1     1655        10350
fa_1       1183        23680
inv_1      1842         6914
or3_1        72        450.4
nor2b_1     103        644.4
nand2b_1    127        794.5
a31oi_1      73        456.7
-- critical path, cell delays in order --
cell,delay (ns)
clkdlybuf4s50_1,0.56
and2_1,0.25
fa_1,0.40
fa_1,0.48
inv_1,0.05
fa_1,0.48
fa_1,0.50
inv_1,0.04
ha_1,0.31
o21ai_0,0.23
inv_1,0.09
a2111oi_0,0.58
or2_2,0.24
o21ai_0,0.09
xor2_1,0.15
-- power groups by stage --
stage	clock network (mW)	logic, mW	registers, mW
after global routing	9.23	39.0	15.5
final	8.63	34.4	15.1
after CTS	8.85	34.7	15.2
-- routing by layer --
metal  track usage, %  part of all wire, %  wire length, um
met2            38.02                   47           125500
met5                0                0.081              217
met1            36.15                   46           122800
met3            4.455                  5.2            13840
met4            3.985                  2.1             5553
Power and IR drop assume default switching activity.
